`flow/config.mk`:
```
export PLATFORM = sky130hd
export DESIGN_NAME = lineBuffer
export DESIGN_NICKNAME = lineBuffer
export VERILOG_FILES = /design/flow/design.v
export SDC_FILE = /design/flow/constraint.sdc
export NUM_CORES = 4
export LEC_CHECK = 1
export CORE_UTILIZATION = 40
```
`flow/constraint.sdc`:
```
current_design lineBuffer

set clk_period 450.6
set clk_io_pct 0.2

create_clock -name clk0 -period $clk_period [get_ports {i_clk}]

set non_clock_inputs [all_inputs -no_clocks]
set_input_delay [expr $clk_period * $clk_io_pct] -clock clk0 $non_clock_inputs
set_output_delay [expr $clk_period * $clk_io_pct] -clock clk0 [all_outputs]
```
`flow/design.v`:
```
`timescale 1ns / 1ps
module lineBuffer(
input                  i_clk,
input                  i_rst,
input   [7:0]          i_data,
input                  i_data_valid,
output  [23:0]         o_data,
input                  i_rd_data
);
reg [7:0] line [511:0];  
reg [8:0] wrPntr;
reg [8:0] rdPntr;
always @(posedge i_clk)
begin
    if(i_data_valid)
        line[wrPntr] <= i_data;
end
always @(posedge i_clk)
begin
    if(i_rst)
        wrPntr <= 'd0;
    else if(i_data_valid)
        wrPntr <= wrPntr+1;
end
assign o_data = {line[rdPntr],line[rdPntr+1],line[rdPntr+2]};
always @(posedge i_clk)
begin
    if(i_rst)
        rdPntr <= 'd0;
    else if(i_rd_data)
        rdPntr <= rdPntr + 'd1;
end
endmodule
```
`flow/run.sh`:
```
#!/bin/bash
# OpenROAD 26Q1-2900-gdf79404cd8, Yosys 0.63+post, stock flow scripts
make -C /OpenROAD-flow-scripts/flow DESIGN_CONFIG=/design/flow/config.mk WORK_HOME=/design/flow/orfs finish
```
==> job_summary.md <==
### Flow metrics

| Metric | Value |
|---|---|
| Status | complete, no violations |
| DR vias | 135,000 |
| Mapped cell area | 225,000 µm² |
| WL met1 | 225 mm |
| Reg2Reg Setup Slack | 446,980 ps |
| CP max FO | 65 |
| Final HPWL DP | 568 mm |
| Largest net degree at the start of global routing | 138 |
| Netlist cell types | 72 |
| Yosys cell count | 11,000 |
| Die ar. | 565,000 µm² |
| IO Pins | 36 |
| Average cell area after synthesis | 20.4 µm² |
| Gate Count Post-Synth | 11,000 |
| Worst path required time | 360,480 ps |
| Vias in the first global route | 149,000 |
| Clock tree buffer depth | 4 |
| Hold_buf cts | 0 |
| Top logic cell by instance count in the layout | edfxtp_1 |
| Yosys adder share | 0.0390% |
| Reg2reg path depth | 4 |
| Synth Warn # | 1 |
| Fin Clk Skew | 115 ps |
| Pre-Place Util | 40.3% |
| Ys flop type | edfxtp_1 |
| First-pass DRT Iterations | 6 |
| First-pass GRT wire length | 1160 mm |
| TritonCTS Buffers | 451 |
| Reg2reg start | wrPntr[8] |
| Mux share | 38.3% |
| Chip Area, Yosys | 225,000 µm² |
| Startpoint types | register |
| Tool warning count | 43 |
| Crit path DAT | 10,590 ps |
| Met3 WL | 182 mm |
| Overflow after GRT | 0 |
| Die Wd | 751 µm |
| Top routing layer used | met5 |
| Post-CTS Setup Bufs | 0 |
| WHS Path Cells | 2 |
| HP Class | register to register |
| Met2 WL | 374 mm |
| Layout overhead on the synthesized area | 12.6% |
| Post-DR wirelength/cell | 43.3 µm |
| RSZ-0062 raised after global routing | false |
| Register area share after synthesis | 55.0% |
| CTS resizes | 0 |
| Final Hold Fails | 0 |
| Power Dens Cells | 3.83 nW/µm² |
| XOR/XNOR Fraction of Synth Area | 0.123% |
| Filler Cell Count | 45,700 |
| Cell row count | 274 |
| Setup Crit Path Kind | register to primary output |
| Final min period | 100,710 ps |
| 1st-iter DRT viols | 11,000 |
| Clk slew on worst S/H paths | 60 ps |
| CTS sink cnt | 4,123 |
| Chip height | 751 µm |
| GP Congestion | 0.993 |
| And+or+nand+nor area frac | 2.68% |
| Hold Startpoint | wrPntr[0] |
| Number of enable flip-flop cells | 4,096 |
| Lkg Pwr | 74.5 nW |
| Max Cap Violations | 0 |
| Routed vias/inst | 6.94 |
| Highest clock rate | 0.00993 GHz |
| # setup viols final | 0 |
| Initial antenna violation count | 86 |
| CTS tree | built |
| Ao+oa area frac | 1.35% |
| Final ANT Viol Nets | 0 |
| Post-Route WL | 839 mm |
| Hold endpoint | wrPntr[0] |
| Number of H-tree levels | 5 |
| Root buffer cell | clkbuf_16 |
| Slew margin rel. | 4.22% |
| Core area | 558,000 µm² |
| Dominant comb cell | multiplexers |
| GRT Overall Usage | 32.9% |
| FF-to-FF End | line[297][1] |
| Async SR Flop Fraction | 0% |
| Setup WS pre-CTS | 350,910 ps |
| Setup ws final | 349,890 ps |
| Clk ins delay skew pair | 1080 ps |
| Post-Route Setup TNS | 0 ps |
| Overall power | 0.968 mW |
| DRC viols | 0 |
| Pin slew with the least headroom to its limit | 1440 ps |
| FF+latch count, synth | 4,123 |
| VDD IR max | 3.83 µV |
| Final worst-path cycle share | 22.4% |
| Final max-slew violation count | 0 |
| Share of cells above drive strength 1 | 47.3% |
| Buffers on Ports | 35 |
| CP Capture Type | primary output |
| Most common logic cells in the final layout | 4,096 x edfxtp_1, 3,772 x mux4_2, 1,008 x buf_4 |
[Yosys cell counts (13+ instances only)]
master | n | share of area [%]
a211oi_1 | 27 | 0.090
a21oi_1 | 127 | 0.28
a22o_1 | 13 | 0.051
a22oi_1 | 95 | 0.32
a31oi_1 | 22 | 0.061
a32oi_1 | 13 | 0.051
and3_1 | 23 | 0.064
buf_1 | 94 | 0.16
buf_2 | 390 | 0.87
buf_4 | 150 | 0.50
buf_6 | 55 | 0.28
clkbuf_1 | 378 | 0.63
dfxtp_1 | 27 | 0.24
edfxtp_1 | 4096 | 55
mux2i_1 | 97 | 0.43
mux4_2 | 3772 | 38
nand2_1 | 543 | 0.91
nand3_1 | 156 | 0.35
nand4_1 | 30 | 0.084
nor2_1 | 589 | 0.98
nor3_1 | 28 | 0.062
nor4_1 | 29 | 0.081
o2111ai_1 | 15 | 0.058
o211ai_1 | 15 | 0.050
o21ai_0 | 39 | 0.087
o22ai_1 | 22 | 0.061
xor2_1 | 14 | 0.055
[sequential cells by signal, indices dropped and copies added (netlist names), named ones only]
name	flops
line	4096
rdPntr	9
wrPntr	9
[layer usage]
| layer | vias to the layer above | track usage, % |
|---|---|---|
| met5 | - | 10.8 |
| met4 | 176 | 14.6 |
| met3 | 2070 | 31.3 |
| met2 | 12400 | 44.7 |
| met1 | 69500 | 33.0 |
| li1 | 50500 | - |
[layout make-up]
| cell class | count | area [µm²] | share of cell area, % |
|---|---|---|---|
| flip-flops and latches | 4123 | 124000 | 48.8 |
| multi-input cells | 5811 | 96200 | 38.0 |
| clock buffers | 530 | 11600 | 4.60 |
| well taps | 7452 | 9320 | 3.68 |
| repair buffers | 1071 | 8470 | 3.34 |
| clock inverters | 310 | 3650 | 1.44 |
| diodes | 98 | 245 | 0.0969 |
| inverters | 6 | 22.5 | 0.00890 |
[critical path: stages (launching register included)]
cell and delay [ps]:
dfxtp_4 770, ha_4 630, buf_12 560, buf_4 580, buf_4 660, buf_4 620
buf_4 610, buf_4 570, buf_4 540, mux4_2 580, mux4_2 520, nand2_1 100
a21oi_1 340, buf_4 290, nor4_1 710, buf_4 230, o311ai_2 110, buf_4 260
buf_4 150, clkdlybuf4s50_1 390
[worst max path at each step]
stage	startpoint	to	slack [ps]	depth (start not counted)
6_report	rdPntr[1]	o_data[11]	349890	19
5_1_grt	rdPntr[1]	o_data[11]	349250	19
4_1_cts	rdPntr[1]	o_data[11]	349710	19
[metrics by stage]
step / utilization, % / instance area [µm²] / hold slack, ps / std cells
after floorplan: - / 225000 / 523 / 11000
after global placement: 42.5 / 237000 / 567 / 18500
after detailed placement: 42.6 / 238000 / 584 / 18500
after CTS: 45.3 / 253000 / 600 / 19300
after global routing: 45.3 / 253000 / 626 / 19400
final: 45.3 / 253000 / 609 / 19400
[cell families (layout without fill, tap and decap cells)]
family,Yosys count,in the layout
flops,4123,4123
mux,3881,3881
simple gates,1445,1445
buf+inv,1081,1917
compound gates,449,449
xor+xnor,29,29
fa+ha+maj,7,7
other cells,0,98
[power breakdown]
group	leakage [nW]	switching, mW	internal [mW]	total, mW
logic	30.1	0.0872	0.0723	0.160
registers	37.0	0.000807	0.422	0.423
clock network	7.43	0.161	0.225	0.386
total	74.5	0.249	0.719	0.968
Power and IR drop assume default switching activity.
